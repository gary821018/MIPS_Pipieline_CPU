File: flow/run.sh
#!/bin/bash
# OpenROAD 26Q1-2900-gdf79404cd8, Yosys 0.63+post, stock flow scripts
make -C /OpenROAD-flow-scripts/flow DESIGN_CONFIG=/design/flow/config.mk WORK_HOME=/design/flow/orfs finish
File: flow/config.mk
export PLATFORM = sky130hd
export DESIGN_NAME = DM
export DESIGN_NICKNAME = DM
export VERILOG_FILES = /design/flow/design.v
export SDC_FILE = /design/flow/constraint.sdc
export NUM_CORES = 4
export LEC_CHECK = 1
export CORE_UTILIZATION = 50
File: flow/constraint.sdc
current_design DM

set clk_period 39.7
set clk_io_pct 0.2

create_clock -name clk0 -period $clk_period [get_ports {clk}]

set non_clock_inputs [all_inputs -no_clocks]
set_input_delay [expr $clk_period * $clk_io_pct] -clock clk0 $non_clock_inputs
set_output_delay [expr $clk_period * $clk_io_pct] -clock clk0 [all_outputs]
File: flow/design.v
module DM(clk, Mem_ID, Mem_Write, Mem_Read, Mem_WData, Mem_RData);
	input 		clk;
	input 	[31:0] 	Mem_ID;
	input 		Mem_Write, Mem_Read;
	input 	[31:0] 	Mem_WData;
	output 	[31:0] 	Mem_RData;
	reg 	[31:0] 	DataMemory [63:0];
	wire	[31:0]	DM0 = DataMemory[0];
	wire	[31:0]	DM1 = DataMemory[1];
	wire	[31:0]	DM2 = DataMemory[2];
	wire	[31:0]	DM3 = DataMemory[3];
	wire	[31:0]	DM4 = DataMemory[4];
	wire	[31:0]	DM5 = DataMemory[5];
	wire	[31:0]	DM6 = DataMemory[6];
	wire	[31:0]	DM7 = DataMemory[7];
	wire	[31:0]	DM8 = DataMemory[8];
	wire	[31:0]	DM9 = DataMemory[9];
	wire	[31:0]	DM10 = DataMemory[10];
	wire	[31:0]	DM43 = DataMemory[43];
	wire	[31:0]	DM44 = DataMemory[44];
	wire	[31:0]	DM45 = DataMemory[45];
	wire	[31:0]	DM46 = DataMemory[46];
	wire	[31:0]	DM47 = DataMemory[47];
	wire	[31:0]	DM48 = DataMemory[48];
	assign Mem_RData =(Mem_Read) ? DataMemory[ Mem_ID ] : 32'b0;
	always@(negedge clk) begin
		DataMemory[ Mem_ID ] <= (Mem_Write) ?  Mem_WData : DataMemory[ Mem_ID ];
	end
endmodule
==> impl_metrics.ini <==
; flow metrics
[synth]
synth_area_um2 = 80200
ys.flop_type = edfxtp_1
yosys_warnings = 1
synth-edff-count = 2048
netlist.area_leader.share_pct = 76.7
syn_inst = 4700
top_cell = edfxtp_1
area_leaders = edfxtp_1, a22oi_1, a221oi_1, mux2_2, mux2i_1
synthTopCellsByCount = edfxtp_1, a22oi_1, a221oi_1
yosysUniqueCellTypes = 84
yosysTopAreaCell = edfxtp_1
ys_ff = 2048
synth_seq_share_pct = 76.7
async_flop_share_pct = 0
synth_chip_area_um2 = 80200
ys_cells = 4700
syn_avg_cell_area_um2 = 17.1

[placement]
dp_hpwl_mm = 166
gp_congestion = 0.947
place_area_um2 = 84600
port-buffer-count = 72

[global_routing]
grtUsageTotal_pct = 42.4
grt_max_degree = 86
use_met3_pct = 41.1
grt_pass1_vias = 61500
grtUsageMet2_pct = 53.2
met1_usage_pct = 44.8
grt_pass1_wl_mm = 420
gr-total-overflow = 0
antenna_found_initial = 9
busiest_layer = met2

[pwr]
p_leak_uw = 0.0394
switching_share_pct = 28.7
p_seq_share_pct = 44.1
power.switching_uw = 1610
powerDensity_nw_per_um2 = 56.5
p_comb_share_pct = 6.3
p_int_uw = 4000
p_clk_share_pct = 49.6
ir_drop_mv = 0.0553

[cells_and_area]
layout-drive-gt1-share_pct = 13.0
fin_area_um2 = 99300
logic_area_um2 = 17600
utilization_pct = 62.5
regArea_um2 = 61500
n_fill_cell = 11000
layout-area-overhead-vs-synth_pct = 23.8
largest_reg_flops = 2048
largest_register = DataMemory
largestRegisters = DataMemory (2048)

[critical_path]
crit_family = buffers and inverters
cp-end-kind = register
crit_top_cell = buf_4
crit_path_start_kind = primary input
path_buffers = 5
worstPathArrival_ns = 13.40
worstSetupPathType = in2reg
path_cells = buf_8 -> buf_4 -> nor2b_4 -> buf_4 -> buf_4 -> a221oi_1 -> o32ai_1 -> nand2_1 -> and4_1 -> a2bb2oi_4 -> buf_4
crit_path_top_delay_cell = o32ai_1
slowest_delay_ns = 1.04
path_max_fanout = 79
worstPathRequired_ns = 20.37

[hold_path]
hold_class = reg2reg

[clocking]
path_clk_slew_ns = 0.05
cts_tree = done
h-tree-depth = 4
clock-sinks = 2048
clock.latency.late_pin_ns = 0.83
clockBufferDepth = 3
cts_resized = 0
cts-root-buf = clkbuf_16
numCtsBuffers = 208
postCtsSetupBuffers = 0
holdBufCountCts = 0

[sta]
max-slew-margin-rel_pct = 20.7
tns_ns = 0
fin_skew_ns = 0.0371
setup_viol = 0
drv_slew = 0
rsz0062_at_grt = no
tightest_slew_ns = 1.19
hold_viol_final = 0

[routing]
wl_per_cell_um = 33.2
drtPass1Iterations = 7
drtIter0Drc = 4687
finalWirelength_mm = 304
viasPerCell = 6.25
vias = 57200
drcViolationCount = 0
drtAntennaViolNets = 0

[floorplan]
fp_util_pct = 50.5
io_pins = 99
rows = 146
die_w_um = 402
core_um2 = 159000
die_area_um2 = 162000
die_h_um = 402

[run_status]
outcome = finished clean

[job]
drv_cap = 0
openroad.warnings = 1054
logic make-up (layout without fill, tap and decap cells):
| group | Yosys count | count (layout) | share of synthesized area, % |
|---|---|---|---|
| compound gates | 1317 | 1317 | 12.2 |
| simple gates | 696 | 696 | 4.99 |
| other cells | 0 | 14 | 0 |
| mux | 239 | 239 | 3.65 |
| buf+inv | 400 | 2776 | 2.41 |
| flops | 2048 | 2048 | 76.7 |
power groups by stage:
stage	sequential [uW]	combinational, uW	clock (uW)
final	2470	355	2780
after global routing	2470	365	3080
after CTS	2470	341	2840
cell type report:
type	count	area share, %
antenna	14	0.0353
clock buffer	214	5.40
clock inverter	2214	9.37
inverter	8	0.0454
multi-input combinational	2252	17.8
sequential	2048	62.0
tap	2072	2.61
timing repair buffer	340	2.83
routing by layer:
layer	up-vias	wire, um	part of all wire (%)
li1	24100	-	-
met1	27200	87000	29
met2	4990	132000	43
met3	946	65800	22
met4	55	17700	5.8
met5	-	2300	0.76
cell usage in the layout (no fill, tap or decap), types with 24 or more instances in the layout:
cell type and instances:
nor3b_1 34, o21ai_0 88, a221o_1 24, mux2i_1 98, nand3b_1 91, nand2_1 108, a221oi_1 232, inv_1 2100
buf_4 262, bufinv_16 31, a22oi_1 354, and3_1 35, mux2_2 106, a22o_1 42, o22ai_1 137, o221ai_1 38
clkbuf_16 214, a31oi_1 25, or3b_2 44, mux4_2 32, nor3_1 42, clkinvlp_2 59, nor2_4 66, nor2_1 80
nand3_1 59, edfxtp_1 2048, a21oi_1 142, clkdlybuf4s50_1 66
through the flow:
stage               power (uW)  hold slack [ns]  std cells  worst slack [ns]
floorplan                 2980             1.33       4700              7.67
global placement          3140             1.14       6721              6.56
detailed placement        3140             1.15       6721              6.51
CTS                       5650             1.14       9148              7.39
global route              5910             1.22       9151              7.01
finish                    5610             1.15       9162              6.97
final timing paths:
check,start,to,slack (ns),cells past startpoint
setup / recovery,Mem_ID[0],DataMemory[59][26]$_DFFE_NP_,6.97,11
setup reg to reg,DataMemory[14][30]$_DFFE_NP_,DataMemory[53][30]$_DFFE_NP_,35.83,6
hold reg to reg,DataMemory[16][15]$_DFFE_NP_,DataMemory[50][15]$_DFFE_NP_,1.15,4
hold / removal,DataMemory[16][15]$_DFFE_NP_,DataMemory[50][15]$_DFFE_NP_,1.15,4
worst register-to-register path, stage by stage (launching register included):
cell      delay [ns]
edfxtp_1        0.35
mux4_2          0.49
a2111o_1        0.44
a222oi_1        0.55
nand4_1         0.76
mux2_2          0.55
buf_4           0.28
Power is estimated from default activity; no workload was simulated.
